==> design.v <==
`timescale 1ns / 1ps
module LayerUnroll#(	
        parameter WEIGHTS_WIDTH = 8,        
        parameter BIAS_WIDTH    = 32        
	) 
    (
        input  logic        [WEIGHTS_WIDTH - 1:0]  WEIGHTS,
        input  logic        [WEIGHTS_WIDTH - 1:0]  INPUTS,
        output logic signed [BIAS_WIDTH - 1:0]     RESULT    
    );
    assign RESULT = INPUTS * WEIGHTS;
endmodule
==> run.sh <==
#!/bin/bash
# OpenROAD 26Q1-2900-gdf79404cd8, Yosys 0.63+post, stock flow scripts
make -C /OpenROAD-flow-scripts/flow DESIGN_CONFIG=/design/flow/config.mk WORK_HOME=/design/flow/orfs finish
==> config.mk <==
export PLATFORM = sky130hd
export DESIGN_NAME = LayerUnroll
export DESIGN_NICKNAME = LayerUnroll
export VERILOG_FILES = /design/flow/design.v
export SDC_FILE = /design/flow/constraint.sdc
export NUM_CORES = 4
export LEC_CHECK = 1
export CORE_UTILIZATION = 30
==> constraint.sdc <==
current_design LayerUnroll

set clk_period 6.8
set clk_io_pct 0.2

create_clock -name clk0 -period $clk_period

set non_clock_inputs [all_inputs -no_clocks]
set_input_delay [expr $clk_period * $clk_io_pct] -clock clk0 $non_clock_inputs
set_output_delay [expr $clk_period * $clk_io_pct] -clock clk0 [all_outputs]
==> GITHUB_STEP_SUMMARY <==
## PnR job results

| Metric | Value |
|---|---|
| Static leakage | between 1.5 and 2 nW |
| Yosys cell count | around 260 |
| Yosys synthesis chip area | about 2200 um^2 |
| Sort of element at the start of the critical path | primary input |
| Critical path cell sequence | clkdlybuf4s15_2, nand2_1, fa_1, fa_1, inv_2, fa_1, inv_1, fa_1, inv_1, ha_1, and2_4, a221oi_4, buf_4, nand3_4, and3_4, a211oi_2, dlygate4sd2_1 |
| Count of mapped cells out of synthesis | approximately 260 |
| Buffer and inverter count on the worst path | 6 |
| Die Height | 88.2 um |
| Area of all sequential standard cells | 0 um^2 |
| Pin count of the biggest net entering global routing | 9 |
| Total vias in the final route | 1856 |
| Ys Warns | 0 |
| Largest vdd supply drop | 131 uV |
| Req. time, crit path | roughly 5.4 ns |
| Most repeated library cell on the critical path | sky130_fd_sc_hd__fa_1 |
| Final wirelength | about 4400 um |
| Commonest non-fill, non-tap cell in the layout | sky130_fd_sc_hd__inv_1 |
| Max-slew violation count | 0 |
| GRT Overall Usage | 12.1% |
| Number of rows created at floorplan | 31 |
| Tally of clock buffers in the finished layout | 0 |
| Core region area | between 7000 and 8000 um^2 |
| Flop count | 0 |
| Floorplan die width | between 80 and 90 um |
| Mapped Avg Cell Area | around 8.6 um^2 |
| Post-DR wirelength/cell | 10.3 um |
| Port buffer count | 32 |
| Class of the most critical setup path | primary input to output pin |
| Drt first pass iters | 6 |
| Highest-count cells in the layout ignoring fill and taps | sky130_fd_sc_hd__inv_1, sky130_fd_sc_hd__and2_1, sky130_fd_sc_hd__buf_4 |
| Final worst path period need | about 6.7 ns |
| Highest-delay cell along the critical path | sky130_fd_sc_hd__fa_1 |
| Maximum operating frequency | 149 MHz |
| Synthesized area | 2230 um^2 |
| Ratio of final minimum period to clock period | between 90% and 100% |
| Sequential element share of the synthesized area | 0% |
| Initial antenna violation count | 0 |
| Max Cap Violations | 0 |
| Data arrival time of the critical path | ~5.3 ns |
| Starting DRT DRC Count | 33 |
| Nature of the critical path endpoint | output pin |
| Power density over the cells | ~270 nW/um^2 |
| Area of the die | 7790 um^2 |
| Number of warnings in the stage logs | 33 |
| Congestion Overflow GR | 0 |
| Total power after layout | 0.787 mW |
| HPWL after detailed placement | between 3000 and 4000 um |
| Worst stage delay on the critical path | roughly 0.56 ns |
| Area added between synthesis and finish | 31.8% |
| Setup violations, final | 0 |
| Number of antenna cells inserted | 0 |
| Total negative slack for setup checks | 0 ns |
| Number of library cell types mapped by synthesis | 30 |
| Unrepaired setup endpoints after global routing | true |
| Number of vias per cell after detailed routing | 4.34 |
| Share of post-route cells with drive strength above 1 | between 20% and 30% |
| Core utilization before placement | 30.9% |
| Placer Congestion | just over 0.8 |
| Hold crit path type | primary input to output pin |
| Final Hold Viols | 0 |
| Vias in the first global route | ~1700 |
| Number of remaining DRC errors | 0 |
| Final ANT Viol Nets | 0 |
| Peak fanout along the critical path | 5 |
| Outcome | finished, final reports clean |
| Family with the most delay on the worst path | adder cells |
| Global-route wire length before repair | around 7400 um |
| I/O pin count | ~48 |
==> cells by family (layout without fill, tap and decap cells) <==
family	after synthesis	after routing	share of synthesized area [%]
adders and majority gates	72	72	52.5
other	1	16	0.168
AOI/OAI and AO/OA	23	23	7.68
and+or+nand+nor	88	88	21.7
xor gates and xnor gates	11	11	4.32
buffers and inverters	65	119	13.6
==> where the power goes <==
| part | leakage [nW] | internal [mW] | switching (mW) |
|---|---|---|---|
| combinational | 1.58 | 0.454 | 0.333 |
| sequential | 0 | 0 | 0 |
| clock | 0 | 0 | 0 |
| total | 1.58 | 0.454 | 0.333 |
==> per-stage QoR <==
step / setup WS (ns) / instance area [um^2] / std cells / hold slack, ns / util [%]
floorplan: 0.599 / 2290 / 275 / 2.79 / -
detailed placement: -0.608 / 2870 / 425 / 3.85 / 39.8
global placement: -0.608 / 2870 / 425 / 3.85 / 39.8
CTS: 0.0259 / 2950 / 428 / 3.51 / 40.8
finish: 0.107 / 2940 / 428 / 3.39 / 40.8
global route: -0.0563 / 2940 / 428 / 3.45 / 40.8
==> area by class of cell <==
type	count	area, um^2
Tap cell	99	124
Inverter	49	184
Fill cell	741	4270
Multi-Input combinational cell	210	2080
Timing Repair Buffer	70	548
==> cells in the mapped netlist, drive strengths merged <==
cell | instances | area (um^2)
and2 | 48 | 303
fa | 36 | 721
o211ai | 2 | 15.0
a21oi | 5 | 25.0
o22a | 1 | 8.76
nor3b | 1 | 12.5
a221oi | 1 | 15.0
conb | 1 | 3.75
o21a | 4 | 30.0
a211o | 3 | 26.3
and3 | 3 | 18.8
o311ai | 1 | 8.76
nand3 | 1 | 5.00
xor2 | 4 | 35.0
nor3 | 2 | 10.0
inv | 49 | 184
nand2 | 23 | 86.3
o21ai | 3 | 15.0
a211oi | 1 | 12.5
a31oi | 1 | 6.26
nor2b | 2 | 12.5
xnor2 | 7 | 61.3
nor2 | 6 | 22.5
nor4 | 1 | 6.26
a21o | 1 | 8.76
or4 | 1 | 7.51
ha | 36 | 450
buf | 16 | 120
==> worst paths after layout <==
path	depth (start not counted)	end	slack (ns)	startpoint
min	3	RESULT[0]	3.39	INPUTS[0]
max	17	RESULT[15]	0.11	WEIGHTS[6]
==> metal layers <==
metal,track usage [%],share of wire [%],vias up
met5,0,0,-
met4,0,0,0
met3,0.473,3.3,0
met2,19.4,45,32
met1,19.8,51,898
li1,-,-,926
==> repair_timing <==
item / CTS / global route
resized: 56 / 23
pin swaps: 17 / 12
hold buffers: 0 / 0
setup endpoints to repair: 9 / 8
hold endpoints to repair: 0 / 0
buffers inserted: 3 / 0
Power is estimated from default activity; no workload was simulated.
